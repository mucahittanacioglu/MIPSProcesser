<file path="./design.v">
module mult4_to_1_32(out,i3,i2,i1,i0,s1,s0);
output [31:0] out;
input [31:0]i0,i1,i2,i3;
input wire s0,s1;
assign out = (s1&s0) ? i1:((s1&(~s0)) ? i2:(((~s1&s0)) ? i3:i0));
endmodule
</file>
<file path="./constraint.sdc">
current_design mult4_to_1_32

set clk_period 5.2
set clk_io_pct 0.2

create_clock -name clk0 -period $clk_period

set non_clock_inputs [all_inputs -no_clocks]
set_input_delay [expr $clk_period * $clk_io_pct] -clock clk0 $non_clock_inputs
set_output_delay [expr $clk_period * $clk_io_pct] -clock clk0 [all_outputs]
</file>
<file path="./config.mk">
export PLATFORM = sky130hd
export DESIGN_NAME = mult4_to_1_32
export DESIGN_NICKNAME = mult4_to_1_32
export VERILOG_FILES = /design/flow/design.v
export SDC_FILE = /design/flow/constraint.sdc
export NUM_CORES = 4
export LEC_CHECK = 1
export CORE_AREA = 10 10 96 96
export DIE_AREA = 0 0 106 106
</file>
<file path="./run.sh">
#!/bin/bash
# OpenROAD 26Q1-2900-gdf79404cd8, Yosys 0.63+post, stock flow scripts
make -C /OpenROAD-flow-scripts/flow DESIGN_CONFIG=/design/flow/config.mk WORK_HOME=/design/flow/orfs finish
</file>
==> flow_metrics.py <==
# Physical implementation metrics
metrics = {
    "run_status": {
        "status": "completed",
    },
    "route": {
        "initialDrtViolationCount": 34,
        "drtAntennaViolNets": 0,
        "antenna_cells": 0,
        "drc": 0,
        "wl_mm": 6.669,
        "num_vias": 1169,
        "viasPerCell": 3.963,
        "wl_per_cell_um": 22.61,
        "dr.pass1.iters": 4,
    },
    "place": {
        "port_buffers": 162,
        "gp_congestion": 0.8933,
        "place_hpwl_mm": 6.086,
        "placed_area_um2": 2484,
    },
    "final_layout": {
        "syn_to_final_growth_pct": 203.5,
        "layout-drive-gt1-share_pct": 16.84,
        "clock_buffers": 0,
        "flops": 0,
        "fin_area_um2": 2484,
        "fin_util_pct": 34.43,
        "seq_area_um2": 0,
    },
    "synthesis": {
        "postSynthSeqShare_pct": 0,
        "synth.distinct_cells": 6,
        "syn_inst": 40,
        "yosysWarnings": 0,
        "syn-cell-area_um2": 818.3,
        "syn_avg_cell_area_um2": 20.46,
        "top_area_cell": "mux4_2",
        "yosys_area_um2": 818.3,
        "topCellsByArea": "mux4_2 83%, buf_12 7.3%, mux4_1 6.4%",
        "synth_stat.cells": 40,
        "top_cell_area_share_pct": 82.57,
    },
    "die": {
        "io_pins": 162,
        "num_rows": 31,
        "die_w_um": 106,
        "core_area_um2": 7214,
        "fp.dieH_um": 106,
        "fp.dieArea_um2": 11240,
        "floorplan.core_util_pct": 11.34,
    },
    "clock_network": {
        "cts_hold_buf": 0,
        "cts_resized": 0,
        "post_cts_buffers": 0,
    },
    "sta": {
        "slew_headroom_pct": 70.75,
        "hold_viol_final": 0,
        "finalSetupTns_ns": 0,
        "finalSetupViolCount": 0,
        "fin_crit_sh_pct": 75.09,
        "worst_pin_slew_ns": 0.4388,
        "rsz0062_at_grt": "no",
        "slew_viol_final": 0,
        "fmax_ghz": 0.2561,
        "min_period_ns": 3.904,
        "hold_slack_ns": 3.039,
    },
    "global_routing": {
        "met2_usage_pct": 21.51,
        "met1_usage_pct": 12.55,
        "use_met3_pct": 3.547,
        "first_global_vias": 1340,
        "grt_use_total_pct": 11.32,
        "grt_max_degree": 33,
        "grt_pass1_wl_mm": 9.459,
        "busiest_layer": "met2",
        "antenna_found_initial": 0,
        "grt-ovfl-total": 0,
    },
    "critical_path": {
        "end_kind": "output pin",
        "startpoint_type": "input pin",
        "worstPathMaxFanout": 32,
        "crit_arrival_ns": 2.86,
        "crit_type": "input pin to output pin",
        "required_ns": 4.16,
    },
    "job": {
        "warnings": 32,
        "maxCapViolations": 0,
    },
    "pwr": {
        "ir_drop_mv": 0.02558,
        "power.total_mw": 0.2053,
        "p_per_area_nw_per_um2": 82.65,
        "p_leak_nw": 0.8556,
    },
    "hold_path": {
        "hold_path_class": "input pin to output pin",
    },
}
==> cell type report <==
type	count	area [um2]
fill	714	4731
multi-input combinational	32	728.2
tap	99	123.9
timing repair buffer	164	1632
==> synthesized netlist by cell type <==
master / number
buf_6: 1
clkbuf_1: 1
buf_2: 3
mux4_1: 2
mux4_2: 30
buf_12: 3
==> metal layers <==
metal	up-vias	wire length (um)
li1	522	-
met1	571	2326
met2	74	3720
met3	2	577
met4	0	44
met5	-	0
==> worst max-delay path, cell delays in order <==
cell             delay [ns]
clkdlybuf4s50_1        0.45
buf_4                  0.38
mux4_2                 0.56
clkdlybuf4s50_1        0.42
==> metrics by stage <==
step                worst slack, ns  std cells
finish                        1.296        295
global route                  1.144        295
detailed placement            1.245        295
CTS                           1.245        295
floorplan                     2.403         40
global placement              1.252        295
==> cell families (layout without fill, tap and decap cells) <==
logic type,after synthesis,after routing,share of synthesized area (%)
muxes,32,32,88.99
buffers and inverters,8,164,11.01
==> report_power, final <==
group	internal, mW	switching (mW)	total, mW
registers	0	0	0
clock network	0	0	0
logic	0.164	0.0416	0.205
==> final timing paths <==
check,startpoint,end,slack [ns],depth (start not counted)
setup / recovery,s0,out[30],1.30,4
hold / removal,s1,out[30],3.04,3
==> cell usage in the layout, fill, tap and decap left out <==
| master | n |
|---|---|
| buf_2 | 1 |
| buf_4 | 2 |
| clkdlybuf4s50_1 | 161 |
| mux4_1 | 2 |
| mux4_2 | 30 |
Power and IR drop assume default switching activity.
