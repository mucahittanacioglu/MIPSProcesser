==> design/flow/design.v <==
module control(in,regdest,alusrc,memtoreg,regwrite,memread,memwrite,branch_and_jump_identifier,aluop1,aluop2,ORIidentifierSignal,statusRegWrite);
input [5:0] in; 
output regdest,alusrc,memtoreg,regwrite,memread,memwrite,aluop1,aluop2,ORIidentifierSignal,statusRegWrite;
output [3:0] branch_and_jump_identifier;
wire rformat,lw,sw,register31_write,beq;
assign register31_write=(~in[5])&(in[4])&(in[3])&(~in[2])&(in[1])&(in[0])|((in[5])&(in[4])&(in[3])&(in[2])&(in[1])&(~in[0]))|((in[5])&(~in[4])&(in[3])&(in[2])&(~in[1])&(in[0]));
assign ORIidentifierSignal=(~in[5]) & (~in[4])&(in[3])&(in[2])&(~in[1])&in[0]; 
assign beq=~in[5]& (~in[4])&(~in[3])&in[2]&(~in[1])&(~in[0]);
assign rformat=~|in;
assign lw=in[5]& (~in[4])&(~in[3])&(~in[2])&in[1]&in[0];
assign sw=in[5]& (~in[4])&in[3]&(~in[2])&in[1]&in[0];
assign regdest=rformat;
assign statusRegWrite = ~(((~in[5])& (in[4])&(in[3])&(~in[2])&(in[1])&(in[0])) | ((~in[5])& (in[4])&(in[3])&in[2]&(in[1])&(~in[0])));
assign alusrc=ORIidentifierSignal ? 1:lw|sw;
assign memtoreg=lw;
assign regwrite= (ORIidentifierSignal) ?  1:(register31_write ? 1:rformat|lw);
assign memread=lw;
assign memwrite=sw;
assign branch_and_jump_identifier= ((~in[5])&(in[4])&(in[3])&(~in[2])&(in[1])&(in[0])) ? 4'b0001:(((in[5])&(in[4])&(in[3])&(in[2])&(in[1])&(~in[0])) ? 4'b0010:(((in[5])&(~in[4])&(in[3])&(in[2])&(~in[1])&(in[0])) ? 4'b0100:(rformat ? 4'b0000:4'b1111)));
assign aluop1=rformat;
assign aluop2=beq;
endmodule
==> design/flow/run.sh <==
#!/bin/bash
# OpenROAD 26Q1-2900-gdf79404cd8, Yosys 0.63+post, stock flow scripts
make -C /OpenROAD-flow-scripts/flow DESIGN_CONFIG=/design/flow/config.mk WORK_HOME=/design/flow/orfs finish
==> design/flow/config.mk <==
export PLATFORM = sky130hd
export DESIGN_NAME = control
export DESIGN_NICKNAME = control
export VERILOG_FILES = /design/flow/design.v
export SDC_FILE = /design/flow/constraint.sdc
export NUM_CORES = 4
export LEC_CHECK = 1
export CORE_AREA = 10 10 70 70
export DIE_AREA = 0 0 80 80
==> design/flow/constraint.sdc <==
current_design control

set clk_period 2.2
set clk_io_pct 0.2

create_clock -name clk0 -period $clk_period

set non_clock_inputs [all_inputs -no_clocks]
set_input_delay [expr $clk_period * $clk_io_pct] -clock clk0 $non_clock_inputs
set_output_delay [expr $clk_period * $clk_io_pct] -clock clk0 [all_outputs]
==> flow_summary.ini <==
; generated from flow reports
[drt]
drt_first_iter_violations = 14
routed_wl_um = 1252
drtAntennaViolNets = 0
num_antenna_cells = 0
drt_drc_violations_left = 0
vias_per_cell = 3.605
dr.pass1.iters = 4
vias = 411
drt-wirelength-per-cell_um = 10.98

[finish]
final_util = 0.1832
drive_gt1_frac = 0.4118
area_delta_synth_final_pct = 94.55
fillerInstances = 391
seqCellArea_um2 = 0
stdcell_area_um2 = 625.6
flops = 0
nClkBuffers = 0

[final_timing]
rsz0062_at_grt = true
fmax_mhz = 471.1
slew_headroom = 0.8526
tightest_slew_ns = 0.2193
min_period_ns = 2.123
period_used_share = 0.9649
postLayoutSetupSlackWorst_ns = 0.07716
hold_ws_ns = 1.332
finalSetupViolCount = 0
hold_violations = 0
setup_tns_ns = 0
finalMaxSlewViolations = 0

[grt]
use_met2 = 0.06581
grt.total_usage = 0.03603
grt_overflow_total = 0
grt_max_degree = 10
antenna_found_initial = 0
gr-max-usage-layer = met2
grt_pass1_vias = 416
grt_use_met3 = 0.01477
met1_usage = 0.04024
grt_pass1_wl_um = 1952

[synth]
common_cells = buf_6 (4), nor2_1 (4), nor3b_1 (4)
yosys_area_um2 = 321.6
topCellsByArea = buf_6 (14%), nor3b_1 (9.3%), buf_4 (7.0%), nor4_1 (5.8%), nor3_4 (5.1%)
syn_inst = 44
syn_area_per_cell_um2 = 7.308
top_cell_area_share = 0.1401
yosysTopAreaCell = buf_6
yosys_cells = 44
ys_seq_frac = 0
ys_types = 25
syn-cell-area_um2 = 321.6
yosys_warnings = 0

[floorplan]
core_um2 = 3416
fp-utilization = 0.09414
die_width_um = 80
ios = 20
die_y_um = 80
rows = 21
chip_area_um2 = 6400

[status]
status = finished clean

[run]
max_cap_violations = 0
warning_count = 33

[pwr]
leakage_nw = 0.2771
power_density_nw_per_um2 = 115.5
peakVddDrop_mv = 0.02140

[setup_path]
worst-path-buf-inv = 3
critPathArrivalTime_ns = 1.68
critPathLaunchType = primary input
path_cells = clkdlybuf4s15_1, or4_4, nor3_4, buf_6, dlygate4sd2_1
critPathMaxStageDelay_ns = 0.48
end_kind = output pin
cp.required_ns = 1.76
crit_type = primary input to output pin
cp_max_fo = 4
cp_slowest_cell = or4_4
crit_family = simple AND/OR/NAND/NOR gates

[placement]
hpwl_um = 1008
place_ws_ns = -0.4584
portBuffers = 20
placed_area_um2 = 589.3
place_congestion = 0.7639

[worst_hold_path]
min_path_type = primary input to output pin
## final cells by class
class | instances | area [um2] | share of cell area
Multi-Input combinational cell | 36 | 286.5 | 0.4580
Tap cell | 46 | 57.56 | 0.09200
Timing Repair Buffer | 32 | 281.5 | 0.4500
## timing repair
| item | CTS | global route |
|---|---|---|
| buffers inserted | 1 | 0 |
| endpoints found under the setup margin | 14 | 9 |
| pin swaps | 5 | 3 |
| hold buffers | 0 | 0 |
| gates resized | 32 | 11 |
## per-layer routing
layer | routed length [um] | vias up
met2 | 605 | 7
met5 | 0 | -
met4 | 0 | 0
li1 | - | 215
met3 | 108 | 0
met1 | 538 | 189
## where the power goes
group / leakage [nW] / total [mW] / internal, mW / switching (mW)
logic: 0.277 / 0.0722 / 0.0377 / 0.0345
clock network: 0 / 0 / 0 / 0
registers: 0 / 0 / 0 / 0
## final timing paths
kind	slack (ns)	end	depth (start not counted)	from
worst max-delay path	0.08	aluop1	5	in[3]
worst min-delay path	1.33	memwrite	3	in[2]
## cells in the final DEF, fill, tap and decap left out, types with 3 or more instances in the layout
cell type	count
buf_4	9
dlygate4sd2_1	6
nor2_1	4
clkdlybuf4s50_1	4
nand2_1	3
nor3b_2	3
buf_2	3
buf_6	3
## logic make-up after synthesis
kind of cell	share of synthesized area
buffers and inverters	0.2257
xor gates and xnor gates	0.02724
and+or+nand+nor	0.5837
AOI/OAI and AO/OA	0.1634
## per-stage QoR
stage               std cells  power [mW]
floorplan                  44     0.03726
global placement          113     0.07087
detailed placement        113     0.07137
CTS                       114     0.07157
global route              114     0.07906
finish                    114     0.07225
Power and IR drop assume default switching activity.
