`./run.sh`:
```
#!/bin/bash
# OpenROAD 26Q1-2900-gdf79404cd8, Yosys 0.63+post, stock flow scripts
make -C /OpenROAD-flow-scripts/flow DESIGN_CONFIG=/design/flow/config.mk WORK_HOME=/design/flow/orfs finish
```
`./config.mk`:
```
export PLATFORM = sky130hd
export DESIGN_NAME = alu32
export DESIGN_NICKNAME = alu32
export VERILOG_FILES = /design/flow/design.v
export SDC_FILE = /design/flow/constraint.sdc
export NUM_CORES = 4
export LEC_CHECK = 1
export CORE_UTILIZATION = 50
```
`./constraint.sdc`:
```
current_design alu32

set clk_period 22.9
set clk_io_pct 0.2

create_clock -name clk0 -period $clk_period

set non_clock_inputs [all_inputs -no_clocks]
set_input_delay [expr $clk_period * $clk_io_pct] -clock clk0 $non_clock_inputs
set_output_delay [expr $clk_period * $clk_io_pct] -clock clk0 [all_outputs]
```
`./design.v`:
```
module alu32(sum,a,b,zout,nout,overflowout,gin); 
output [31:0] sum;
input [31:0] a,b; 
input [2:0] gin; 
reg [31:0] sum;
reg [31:0] less;
output zout,nout,overflowout;
reg zout,nout,overflowout;
always @(a or b or gin)
begin
	case(gin)
	3'b010: begin
	sum=a+b; 		 
	overflowout = (sum[31]&a[31]&~b[31])|(~sum[31]&a[31]&b[31]);
	end
	3'b110:
	begin
	sum=a+1+(~b);	 
	overflowout = (~sum[31]&a[31]&(~b[31]))|(sum[31]&~a[31]&b[31]);
	end
	3'b111: begin less=a+1+(~b);	 
			if (less[31]) sum=1;	
			else sum=0;
		  end
	3'b000: sum=a & b;	 
	3'b001: sum=a|b;		 
	3'b011: sum=a>>b;
	default: sum=31'bx;	
	endcase
	zout=~(|sum);
	nout=sum[31];
end
endmodule
```
==> out/summary.rpt <==
TIMING
------------------------------------------------------------------------------------
Fin worst setup slack                                                        8.16 ns
Count of final max-slew check failures                                             0
Number of register pins that no clock reaches                                      1
Period utilisation layout                                                      0.644
Setup repair after global routing missed its margin                            false
Number of hold-slack violations in the final timing report                         0
Fmax                                                                        67.8 MHz
Final setup fails                                                                  0
Worst slew slack as a fraction of its limit                                    0.431
Post-layout min period                                                      14.74 ns
Setup_tns                                                                       0 ns
Endpoints left unconstrained                                                       2
Transition time at the pin with the least slew margin                       0.846 ns

ROUTE
------------------------------------------------------------------------------------
Sum of met2 wire segment lengths after detailed routing                     12500 um
Diodes inserted                                                                    0
Remaining routing DRC violations                                                   0
Metal3 WL                                                                    3900 um
Drt first pass iters                                                               5
Detailed-routing wirelength on met1                                         12200 um
Antenna-violating nets left                                                        0
Routed via count divided by cell count                                          6.67
Wire length per cell after detailed routing                                  23.4 um
Aggregate routed wire length                                                29400 um
Top Layer Used                                                                  met4
Via total after detailed routing                                                8399
Violation count after the first detailed-routing iteration                      1081

PLACEMENT
------------------------------------------------------------------------------------
Count of port buffers added during placement                                     102
Number of placed cells counting well taps                                       1259
HPWL after detailed placement                                               23300 um
Weighted congestion at the end of routability-driven global placement           1.05
Post-Place Setup Slack                                                       8.26 ns

HOLD PATH
------------------------------------------------------------------------------------
Worst Hold Path Cells                                                              6
Path type of the worst min-delay path                                      in -> out
Startpoint of the worst hold path                                             gin[2]
Hold EP                                                                      sum[26]

FINAL LAYOUT
------------------------------------------------------------------------------------
Utilization after layout                                                       0.600
Layout overhead on the synthesized area                                        15.2%
Flip-flop count of the largest register, all copies and words added                1
Count of filler cells inserted in the layout                                    1272
Fraction of final layout cells with drive strength greater than 1             0.0702
Final Instance Count excl. Fillers                                              1259

CLOCKING
------------------------------------------------------------------------------------
Number of buffers inserted for hold repair after clock tree synthesis              0
Post-cts sizing count                                                              0
Buffer count from post-CTS setup fixing                                            0

SYNTH
------------------------------------------------------------------------------------
Async set-reset flop share out of synthesis                                        0
Post-synth EDFFs                                                                   0
Avg Inst Size Synth                                                         6.84 um2
Post-synth area from yosys stat                                             7040 um2
Library cell with the largest summed area after synthesis               sky130_fd_sc_hd__ha_1
Synth warnings                                                                     1
#FFs+latches synth                                                                 1
Netlist Area Pre-Place                                                      7040 um2
Cells after synthesis                                                           1029
Predominant post-synthesis flop cell                                    sky130_fd_sc_hd__dlxtn_1
Leading post-synthesis cells by instance count                          sky130_fd_sc_hd__inv_1, sky130_fd_sc_hd__ha_1, sky130_fd_sc_hd__nand2_1
Max-area cell share                                                            0.171
Synth cell types                                                                  79
Library cell with the highest instance count after synthesis            sky130_fd_sc_hd__inv_1
Ranking of synthesized cells by area                                    sky130_fd_sc_hd__ha_1, sky130_fd_sc_hd__mux4_2, sky130_fd_sc_hd__a21oi_1
Cell count listed in synth_stat.txt                                             1029

WORST SETUP PATH
------------------------------------------------------------------------------------
Buf+Inv Stages, Crit Path                                                          4
Type of element launching the critical path                               input port
Maximum cell stage delay along the critical path                             0.60 ns
CP delay by family, top                                                 buffers and inverters
Series of cell instances along the critical path                        clkdlybuf4s50_1, buf_4, clkinv_1, ha_1, or3_1, o311a_1, or4_1, a311oi_2, nor2_1, o311a_1, a221o_1, nor2_1, nand4_1, nor4_2, clkdlybuf4s50_1
Kind of critical path                                                      in -> out
Data required time at the worst endpoint                                    18.32 ns
Endpoint arrival time on the critical path                                  10.16 ns
Crit end category                                                        output port
Largest fanout on the critical path                                               36
Max stage delay cell, worst path                                        sky130_fd_sc_hd__clkinv_1

POWER AND IR DROP
------------------------------------------------------------------------------------
Power density over the cells                                             25.7 nW/um2
Max rail drop VDD                                                        0.0000129 V
Leak pwr                                                                     3.56 nW

RUN STATUS
------------------------------------------------------------------------------------
Outcome                                                                    completed

DIE
------------------------------------------------------------------------------------
Total die size                                                             14600 um2
Die height                                                                    121 um
Die Span X                                                                    121 um
Initial core utilization                                                       0.521
Area inside the core boundary                                              13500 um2
Number of standard-cell rows in the floorplan                                     42
Io pins                                                                          102

GLOBAL ROUTE
------------------------------------------------------------------------------------
Total overflow reported by the global router                                       0
Antenna violations before repair                                                   0
GRT Total Usage                                                                0.411
Pin count of the biggest net entering global routing                              57
Number of global-route vias before repair                                       7565
Wire length of the first global-routing pass                                44300 um

FLOW RUN
------------------------------------------------------------------------------------
OpenROAD warning count                                                            97
Max Cap Viol                                                                       0

[tightest hold or removal path: stages]
cell and delay (ns):
sky130_fd_sc_hd__buf_2 0.09, sky130_fd_sc_hd__buf_4 0.28, sky130_fd_sc_hd__nand3_1 0.15, sky130_fd_sc_hd__o221a_2 0.18
sky130_fd_sc_hd__nand2_1 0.06, sky130_fd_sc_hd__clkdlybuf4s50_1 0.40
[kinds of logic after synthesis]
logic type,count (synthesis),share of synthesized area
AND-OR/OR-AND,328,0.312
latches,1,0.00213
XOR/XNOR,25,0.0311
AND/OR/NAND/NOR,327,0.222
buffers and inverters,177,0.0989
adder cells (fa/ha/maj),98,0.176
multiplexers,73,0.158
[routing by layer]
layer | vias up | track usage
met1 | 3868 | 0.583
met5 | - | 0
li1 | 3902 | -
met2 | 564 | 0.601
met4 | 0 | 0.106
met3 | 65 | 0.136
[worst max path at each step]
stage | startpoint | endpoint | slack (ns) | cells after the start
final | b[3] | zout | 8.16 | 15
after global routing | b[3] | zout | 7.88 | 16
after CTS | b[3] | zout | 8.24 | 15
[final cells by class]
cell class / count / area (um2) / area share
inverter: 114 / 428 / 0.0528
sequential: 1 / 15.0 / 0.00185
multi-input combinational: 851 / 6330 / 0.780
tap: 176 / 220 / 0.0272
timing repair buffer: 117 / 1120 / 0.138
[cell usage in the layout (no fill, tap or decap), types with 13 or more instances in the layout]
cell / Yosys / routed
sky130_fd_sc_hd__a211oi_1: 20 / 20
sky130_fd_sc_hd__a21oi_1: 82 / 82
sky130_fd_sc_hd__a31oi_1: 13 / 13
sky130_fd_sc_hd__buf_4: 2 / 15
sky130_fd_sc_hd__clkdlybuf4s50_1: 0 / 99
sky130_fd_sc_hd__ha_1: 96 / 96
sky130_fd_sc_hd__inv_1: 109 / 109
sky130_fd_sc_hd__mux2i_1: 32 / 32
sky130_fd_sc_hd__mux4_2: 28 / 28
sky130_fd_sc_hd__nand2_1: 94 / 94
sky130_fd_sc_hd__nand2b_1: 13 / 13
sky130_fd_sc_hd__nand3_1: 27 / 27
sky130_fd_sc_hd__nor2_1: 88 / 88
sky130_fd_sc_hd__nor3_1: 26 / 26
sky130_fd_sc_hd__nor4_1: 19 / 19
sky130_fd_sc_hd__o211ai_1: 22 / 22
sky130_fd_sc_hd__o21ai_0: 61 / 61
sky130_fd_sc_hd__o22ai_1: 14 / 14
sky130_fd_sc_hd__xnor2_1: 23 / 23
[power by group]
group          internal, mW  switching, mW
Combinational        0.0861          0.122
Clock                     0              0
Sequential         0.000314      0.0000377
[through the flow]
step	area, um2	total power, mW	hold slack [ns]
after detailed placement	8110	0.201	10.36
after floorplan	7040	0.127	9.33
after global routing	8110	0.223	10.44
after global placement	8110	0.202	10.36
final	8110	0.209	10.39
after CTS	8110	0.202	10.36
Power figures rest on the tool's default switching activity, not on a simulated workload.
